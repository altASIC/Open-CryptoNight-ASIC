### /design/flow/config.mk
export PLATFORM = sky130hd
export DESIGN_NAME = key_ram
export DESIGN_NICKNAME = key_ram
export VERILOG_FILES = /design/flow/design.v
export SDC_FILE = /design/flow/constraint.sdc
export NUM_CORES = 4
export LEC_CHECK = 1
export CORE_UTILIZATION = 30
### /design/flow/constraint.sdc
current_design key_ram

set clk_period 52.2
set clk_io_pct 0.2

create_clock -name clk0 -period $clk_period [get_ports {clk}]

set non_clock_inputs [all_inputs -no_clocks]
set_input_delay [expr $clk_period * $clk_io_pct] -clock clk0 $non_clock_inputs
set_output_delay [expr $clk_period * $clk_io_pct] -clock clk0 [all_outputs]
### /design/flow/design.v
`timescale 1 ns / 1 ns  
module key_ram (
   clk,
   we,
   waddr,
   din,
   raddr,
   dout
   );
parameter UNROLL = 1;
input   clk;
input   we;
input   [4:0]   waddr;
input   [127:0] din;
input   [4:0]   raddr;
output  [128*UNROLL-1:0] dout;
reg     [127:0] ram [19 : 0];
reg     [128*UNROLL-1:0] q;
reg     [4:0] raddr_reg, raddr_reg0;
always @(posedge clk) begin
  if (we)
    ram[waddr] <= din;
  raddr_reg0 <= raddr;
  raddr_reg <= raddr_reg0;
  end
wire EO = raddr_reg[0];
always @(*)
  if (UNROLL == 1)
    q = ram[raddr_reg];
  else if (UNROLL == 2)
    q = {ram[raddr_reg | 2], ram[raddr_reg]};
  else if (UNROLL == 3)
    case(raddr[4:1])
    3       : q = {ram[{4'd5, EO}], ram[{4'd4, EO}], ram[{4'd3, EO}]};
    6       : q = {ram[{4'd8, EO}], ram[{4'd7, EO}], ram[{4'd6, EO}]};
    9       : q = {ram[{4'd2, EO}], ram[{4'd1, EO}], ram[{4'd9, EO}]};
    default : q = {ram[{4'd2, EO}], ram[{4'd1, EO}], ram[{4'd0, EO}]};
    endcase
  else if (UNROLL == 4)
    case(raddr[4:1])
    4       : q = {ram[{4'd7, EO}], ram[{4'd6, EO}], ram[{4'd5, EO}], ram[{4'd4, EO}]};
    8       : q = {ram[{4'd3, EO}], ram[{4'd2, EO}], ram[{4'd9, EO}], ram[{4'd8, EO}]};
    default : q = {ram[{4'd3, EO}], ram[{4'd2, EO}], ram[{4'd1, EO}], ram[{4'd0, EO}]};
    endcase
  else if (UNROLL == 5)
    case(raddr[4:1])
    5       : q = {ram[{4'd9, EO}], ram[{4'd8, EO}], ram[{4'd7, EO}], ram[{4'd6, EO}], ram[{4'd5, EO}]};
    default : q = {ram[{4'd4, EO}], ram[{4'd3, EO}], ram[{4'd2, EO}], ram[{4'd1, EO}], ram[{4'd0, EO}]};
    endcase
assign dout = q;
endmodule
### /design/flow/run.sh
#!/bin/bash
# OpenROAD 26Q1-2900-gdf79404cd8, Yosys 0.63+post, stock flow scripts
make -C /OpenROAD-flow-scripts/flow DESIGN_CONFIG=/design/flow/config.mk WORK_HOME=/design/flow/orfs finish
==> results_slide.txt <==
Physical Implementation Snapshot

Placement
  • Placed wire-length estimate: 134 mm
  • RD Place Congestion: 0.793
  • Number of buffer cells added on primary ports: 267
  • Placed Cells: 9,464

Power
  • Pwr per Cell Area: 37.0 nW/µm²
  • Worst supply voltage drop on vdd: 0.0287 mV
  • Static power due to leakage: 0.0368 µW

STA
  • Slew of the pin with the lowest slew margin: 0.963 ns
  • Highest clock frequency the design can meet: 0.0565 GHz
  • Max Transition Viols Final: 0
  • Final period util: 33.9%
  • Sum Neg Setup Slack: 0 ns
  • Max_slew headroom: 35.0%
  • Final setup skew: 0.0815 ns
  • Clock period minus final worst setup slack: 17.69 ns
  • Hold Fails Final Rpt: 0
  • Setup repair after global routing missed its margin: no
  • Final-layout worst hold slack: 0.325 ns
  • Final setup violating endpoints: 0

Clock tree
  • Total number of clock tree sinks: 2,570
  • Buffers from clock root to sink, at most: 4
  • Clock tree from TritonCTS: yes
  • Total CTS buffers: 237
  • Clock insertion delay at the later pin of the skew report: 0.90 ns
  • Post-CTS setup buffer count: 0
  • Clock-pin slew on the worst setup and hold paths: 0.06 ns
  • Number of gates resized after CTS: 0
  • Depth of the CTS H-tree: 4
  • CTS Root Cell: clkbuf_16
  • Total of hold buffers inserted after clock tree synthesis: 0

GRT
  • Wire length of the first global-routing pass: 363 mm
  • Total GRT Usage: 16.3%
  • Total congestion overflow after global routing: 0
  • Pin count of the biggest net entering global routing: 100
  • Via count of the first global-routing pass: 52,300
  • Initial antenna violation count: 61

Run status
  • Outcome: complete, no violations

Floorplan
  • Number of I/O pins: 268
  • Die width: 574 µm
  • Core area: 325,000 µm²
  • Pre-Place Util: 30.2%
  • Num rows: 209
  • Die ar.: 329,000 µm²
  • Chip Height: 574 µm

Layout
  • Final Util: 35.0%
  • Non-filler cells, final: 9,907
  • Share of post-route cells with drive strength above 1: 14.4%
  • P&R area growth vs syn: 15.9%

Synthesis
  • Yosys chip area: 98,100 µm²
  • Synthesized area divided by synthesized cell count: 19.7 µm²
  • Most common reg cell: edfxtp_1
  • Seq share, synth: 78.5%
  • Warnings, synthesis: 1
  • Ys cells: 4,984
  • EDFF count, synth: 2,560
  • Number of instances in the synthesized netlist: 4,984
  • Yosys reg bits: 2,570
  • Post-synthesis instance area: 98,100 µm²
  • Async S/R FF share, synth: 0%
  • Number of distinct library cells after synthesis: 38

Run
  • OpenROAD warning count: 26
  • Max-capacitance violation count: 0

Route
  • Initial DRC count: 2,507
  • Drt first pass iters: 8
  • DR DRC count: 0
  • DR WL/cell: 25.5 µm
  • Via count: 48,900
  • Final antenna-violating net count: 0
  • Via density per instance: 4.94
  • Drt total wl: 253 mm

Setup path
  • Worst Path Required: 41.76 ns
  • Cell repeated most along the worst path: buf_4
  • Largest fanout on the critical path: 83
  • Nature of the critical path endpoint: output pin
  • Maximum single-stage delay on the critical path: 0.71 ns
  • CP Class: flop to output pin
  • Worst-path cell chain: buf_4, buf_4, buf_4, buf_12, buf_4, buf_4, mux2i_1, o22ai_1, nor3_1, nor3_1, clkdlybuf4s50_1
  • Critical path's slowest cell: dfxtp_4
  • Arr. time, crit path: 7.25 ns
  • Worst Setup Start Kind: flop
  • Buffer and inverter count on the worst path: 7
  • Dominant delay contributor by cell family on the critical path: buffers and inverters

Hold path
  • Worst hold path class: flop to flop
## power by group
| part | total, µW | internal [µW] | switching, µW |
|---|---|---|---|
| registers | 2300 | 2300 | 7.04 |
| clock network | 1680 | 946 | 736 |
| logic | 224 | 89.2 | 135 |
## layout make-up
| type | instances | area (µm²) |
|---|---|---|
| multi-input cells | 2128 | 19600 |
| clock inverters | 136 | 1270 |
| repair buffers | 440 | 4130 |
| diodes | 14 | 35.0 |
| flip-flops and latches | 2570 | 77100 |
| fillers | 29600 | 211000 |
| well taps | 4325 | 5410 |
| inverters | 1 | 8.76 |
| clock buffers | 293 | 6180 |
## sequential cells by signal (all words and copies together) (netlist names), named ones only
register / count
raddr_reg0: 5
ram: 2560
## cells in the mapped netlist, types with 9 or more instances
| library cell | count | share of area [%] |
|---|---|---|
| a2111oi_0 | 12 | 0.11 |
| a211o_1 | 13 | 0.12 |
| a211oi_1 | 20 | 0.15 |
| a21oi_1 | 21 | 0.11 |
| buf_1 | 20 | 0.076 |
| buf_2 | 78 | 0.40 |
| buf_4 | 35 | 0.27 |
| buf_6 | 44 | 0.50 |
| clkbuf_1 | 105 | 0.40 |
| dfxtp_1 | 10 | 0.20 |
| edfxtp_1 | 2560 | 78 |
| mux2_2 | 50 | 0.57 |
| mux2i_1 | 826 | 8.4 |
| mux4_2 | 212 | 4.9 |
| nand2_1 | 21 | 0.080 |
| nand3_1 | 9 | 0.046 |
| nor2_1 | 209 | 0.80 |
| nor2b_1 | 23 | 0.15 |
| nor3_1 | 247 | 1.3 |
| nor3_2 | 13 | 0.13 |
| o21ai_0 | 86 | 0.44 |
| o22ai_1 | 305 | 1.9 |
| o32ai_1 | 13 | 0.12 |
## metal layers
| metal | GRT usage (%) | part of all wire (%) | vias up |
|---|---|---|---|
| met1 | 18.1 | 33 | 24200 |
| li1 | - | - | 21200 |
| met4 | 3.30 | 2.4 | 70 |
| met5 | 0.0287 | 0.16 | - |
| met3 | 13.1 | 17 | 408 |
| met2 | 24.6 | 47 | 3100 |
## per-stage QoR
step / area [µm²] / setup WS [ns] / power [µW]
floorplan: 98100 / 35.27 / 2460
global placement: 106000 / 35.21 / 2570
detailed placement: 106000 / 35.29 / 2580
CTS: 114000 / 34.26 / 4250
global route: 114000 / 33.86 / 4330
finish: 114000 / 34.51 / 4210
## cell usage in the layout (no fill, tap or decap), types with 9 or more instances in the layout
cell                n
edfxtp_1         2560
mux2i_1           826
o22ai_1           305
clkdlybuf4s50_1   267
nor3_1            247
clkbuf_16         239
mux4_2            212
nor2_1            188
buf_4             160
o21ai_0            86
clkinv_1           62
clkbuf_1           54
mux2_2             50
clkinv_2           37
nor2b_1            22
bufinv_16          22
a21oi_1            21
nand2_1            20
a211oi_1           20
nor2_4             20
diode_2            14
a211o_1            13
o32ai_1            13
nor3_2             13
buf_12             13
a2111oi_0          12
nand3_1             9
## logic make-up after synthesis
group / share of synthesized area [%]
muxes: 13.9
AOI/OAI and AO/OA: 3.30
and+or+nand+nor: 2.57
buffers and inverters: 1.70
DFF: 78.5
## final timing paths
path | startpoint | to | slack [ns] | cells after the start
max | flop | dout[80] | 34.51 | 11
min | raddr_reg0[1] | flop | 0.32 | 0
max reg2reg | raddr_reg0[2] | flop | 51.72 | 0
min reg2reg | raddr_reg0[1] | flop | 0.32 | 0
No activity file was given, so power comes from the tool's default toggle rates.
